===== flow/run.sh =====
#!/bin/bash
# OpenROAD 26Q1-2900-gdf79404cd8, Yosys 0.63+post, stock flow scripts
make -C /OpenROAD-flow-scripts/flow DESIGN_CONFIG=/design/flow/config.mk WORK_HOME=/design/flow/orfs finish

===== flow/config.mk =====
export PLATFORM = sky130hd
export DESIGN_NAME = RAMBlock
export DESIGN_NICKNAME = RAMBlock
export VERILOG_FILES = /design/flow/design.v
export SDC_FILE = /design/flow/constraint.sdc
export NUM_CORES = 4
export LEC_CHECK = 1
export CORE_UTILIZATION = 50

===== flow/constraint.sdc =====
current_design RAMBlock

set clk_period 16.4
set clk_io_pct 0.2

create_clock -name clk0 -period $clk_period [get_ports {clk}]

set non_clock_inputs [all_inputs -no_clocks]
set_input_delay [expr $clk_period * $clk_io_pct] -clock clk0 $non_clock_inputs
set_output_delay [expr $clk_period * $clk_io_pct] -clock clk0 [all_outputs]

===== flow/design.v =====
module RAMBlock(clk, in_we, out_read_data, in_read_addr, in_write_data, in_write_addr);
parameter DATA_WIDTH = 16;
parameter ADDR_BITS = 8;
input clk;
input in_we;
output [DATA_WIDTH-1:0] out_read_data;
input [ADDR_BITS-1:0] in_read_addr;
input [DATA_WIDTH-1:0] in_write_data;
input [ADDR_BITS-1:0] in_write_addr;
logic [DATA_WIDTH-1:0] memory [2**ADDR_BITS];
initial begin
	for (int i = 0; i < 2**ADDR_BITS; i++) begin
		memory[i] = {(DATA_WIDTH/2){2'b01}};
	end
end
assign out_read_data = memory[in_read_addr];
always @(posedge clk) begin
	if (in_we) begin
		memory[in_write_addr] <= in_write_data;
	end
end
endmodule

==> out/qor.tcl <==
set qor(outcome) {finished with violations}
set qor(violations) {capacitance limit, slew limit}
set qor(lay_top_count) {sky130_fd_sc_hd__edfxtp_1}
set qor(synth-edff-count) 4096
set qor(fin_ws_ns) 3.24
set qor(fp.coreArea_mm2) 0.315
set qor(global_route.overflow_total) 0
set qor(clock_tree_root) {sky130_fd_sc_hd__clkbuf_16}
set qor(critPathRequiredTime_ns) 13.12
set qor(routabilityCongestion) 0.912
set qor(openroad.warnings) 32
set qor(synth.lib_cells_used.distinct) 51
set qor(max_clock_freq_mhz) 76.0
set qor(die.size.y_um) 565
set qor(period_needed_ns) 13.16
set qor(largest_register_ff_count) 4096
set qor(period_utilisation_layout_pct) 80.2
set qor(hold_buffers) 0
set qor(post_cts_resized) 0
set qor(synth-warning-count) 1
set qor(drt_first_iter_violations) 5127
set qor(post-cts-setup-buffer-count) 0
set qor(flop_cell) {sky130_fd_sc_hd__edfxtp_1}
set qor(htree_num_levels) 5
set qor(xor_area_share_pct) 0
set qor(ys_cells) 7344
set qor(drc_violations_left) 0
set qor(pre_cts_slack_ns) 3.04
set qor(viasPerCell) 6.26
set qor(worstMarginPinSlew_ns) 1.52
set qor(synth.logic.top_family) {multiplexers}
set qor(crit_type) {in2out}
set qor(maxSlewViolCount) 2
set qor(yosys-mux-area-fraction_pct) 15.5
set qor(post_synthesis_cells) 7344
set qor(detailroute.via_count) 77300
set qor(largest_registers) {memory (4096)}
set qor(max-clock-path-buffers) 4
set qor(timing.hold.worst_endpoint) {memory[79][9]}
set qor(worst_ep_arrival_time_ns) 9.88
set qor(area.sequential_mm2) 0.123
set qor(flow.area_growth_from_synthesis_pct) 12.9
set qor(antenna_found_initial) 17
set qor(number_of_buffers_inserted_during_clock_tree_synthesis) 413
set qor(finish.utilization_pct) 56.8
set qor(maxSlewHeadroom_pct) -2.05
set qor(vias_in_the_first_global_route) 84500
set qor(power_leakage_nw) 56.7
set qor(largest_register) {memory}
set qor(clkSinkCount) 4096
set qor(yosysSeqAreaShare_pct) 77.7
set qor(yosys-stat-area_mm2) 0.158
set qor(fillerInstances) 22500
set qor(initial_utilization_pct) 50.3
set qor(final_worst_hold_slack_ns) 2.71
set qor(placed_area_mm2) 0.166
set qor(crit_fanout) 49
set qor(floorplan.die_area_mm2) 0.319
set qor(routed_wl_um) 424000
set qor(timing.max_cap.violations) 1
set qor(hp-class) {in2reg}
set qor(place.detailed.hpwl_um) 249000
set qor(fin_tns_setup_ns) 0
set qor(endpoint_kind) {output port}
set qor(boundaryPins) 50
set qor(grt_setup_unrepaired) {no}
set qor(syn_area_mm2) 0.158
set qor(setup.worst_path.start_class) {input pin}
set qor(hold_depth) 1
set qor(comb_area_mm2) 0.0331
set qor(wire_length_of_the_first_global_routing_pass_um) 606000
set qor(wl_per_cell_um) 34.3
set qor(tritoncts) {yes}
set qor(async_flop_share_pct) 0
set qor(clk_pin_slew_ns) 0.06
set qor(synth-seq-cells) 4096
set qor(die_x_um) 565
set qor(ys_sh_aoi_pct) 3.54
set qor(area_share_of_fa_ha_maj_cells_after_synthesis_pct) 0
set qor(most-common-layout-cells) {sky130_fd_sc_hd__edfxtp_1, sky130_fd_sc_hd__mux4_2, sky130_fd_sc_hd__mux2i_1}
set qor(hold_viol) 0
set qor(core.rowCount) 206
set qor(total_power_per_unit_cell_area_mw_per_mm2) 121
set qor(area_of_all_placed_cells_without_fillers_mm2) 0.179
set qor(hold_path.startpoint) {in_write_data[9]}
set qor(syn_area_per_cell_um2) 21.6
set qor(final_antenna_net_count) 0
set qor(io_buffers) 49
set qor(grt_max_degree) 114
set qor(setup-violations-final) 0
set qor(ys_sh_simple_pct) 1.58
set qor(drt-pass1-iter-count) 8
set qor(grt_use_total_pct) 30.7
set qor(ir_drop_mv) 0.0983
set qor(layout-drive-gt1-share_pct) 25.5
-- synth_stat cells (38+ instances only) --
master | count | share of area, %
sky130_fd_sc_hd__nor2_1 | 304 | 0.72
sky130_fd_sc_hd__mux2i_1 | 565 | 3.6
sky130_fd_sc_hd__nand2_1 | 38 | 0.090
sky130_fd_sc_hd__o221ai_1 | 252 | 1.4
sky130_fd_sc_hd__buf_2 | 76 | 0.24
sky130_fd_sc_hd__a22oi_1 | 43 | 0.20
sky130_fd_sc_hd__nor3_1 | 92 | 0.29
sky130_fd_sc_hd__clkbuf_1 | 230 | 0.55
sky130_fd_sc_hd__o22ai_1 | 148 | 0.58
sky130_fd_sc_hd__mux2_2 | 88 | 0.63
sky130_fd_sc_hd__mux4_2 | 797 | 11
sky130_fd_sc_hd__a21oi_1 | 175 | 0.55
sky130_fd_sc_hd__edfxtp_1 | 4096 | 78
sky130_fd_sc_hd__buf_6 | 77 | 0.55
-- cells by family (layout without fill, tap and decap cells) --
| family | count (synthesis) | in the layout |
|---|---|---|
| other | 0 | 4 |
| DFF | 4096 | 4096 |
| and+or+nand+nor | 556 | 556 |
| buffers and inverters | 456 | 1310 |
| AOI/OAI and AO/OA | 786 | 786 |
| muxes | 1450 | 1450 |
-- final cells by class --
class,count,share of cell area (%)
flip-flops and latches,4096,68.8
diodes,4,0.00560
multi-input cells,2792,18.5
clock inverters,256,1.26
well taps,4160,2.91
clock buffers,499,6.03
repair buffers,551,2.52
inverters,4,0.0154
-- worst max-delay path, stage by stage --
cell	delay, ns
sky130_fd_sc_hd__buf_8	0.35
sky130_fd_sc_hd__buf_4	0.54
sky130_fd_sc_hd__buf_4	0.53
sky130_fd_sc_hd__buf_4	0.62
sky130_fd_sc_hd__buf_4	0.59
sky130_fd_sc_hd__buf_4	0.55
sky130_fd_sc_hd__mux4_2	0.38
sky130_fd_sc_hd__mux2_2	0.32
sky130_fd_sc_hd__a22oi_1	0.23
sky130_fd_sc_hd__nand2_1	0.18
sky130_fd_sc_hd__o32ai_1	1.09
sky130_fd_sc_hd__buf_4	0.25
sky130_fd_sc_hd__nor4_1	0.14
sky130_fd_sc_hd__buf_4	0.19
sky130_fd_sc_hd__clkdlybuf4s50_1	0.41
-- worst max path at each step --
stage | start | endpoint | slack (ns) | cells after the start
after CTS | in_read_addr[1] | out_read_data[9] | 3.03 | 15
after global routing | in_read_addr[1] | out_read_data[9] | 3.04 | 15
final | in_read_addr[1] | out_read_data[9] | 3.24 | 15
-- per-stage QoR --
stage | instances | total power, W
after CTS | 12400 | 0.0219
after floorplan | 7344 | 0.0123
after global routing | 12400 | 0.0223
after detailed placement | 11600 | 0.0129
after global placement | 11600 | 0.0129
final | 12400 | 0.0217
-- layer usage --
metal  vias up  GRT usage [%]  part of all wire, %  wire (um)
li1      32300              -                    -          -
met1     39100           39.0                   31     129000
met2      5203           41.8                   46     193000
met3       714           26.1                   20      85000
met4        36           8.26                  3.6      15400
met5         -           1.70                 0.20        843
-- report_power, final --
group	internal [W]	switching, W	total (W)
clock network	0.00516	0.00391	0.00906
logic	0.000369	0.000728	0.00110
registers	0.0115	0.00000459	0.0115
Power and IR drop assume default switching activity.
