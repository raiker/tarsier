### design/flow/config.mk
export PLATFORM = sky130hd
export DESIGN_NAME = DimensionCalculator_4_5
export DESIGN_NICKNAME = DimensionCalculator_4_5
export VERILOG_FILES = /design/flow/design.v
export SDC_FILE = /design/flow/constraint.sdc
export NUM_CORES = 4
export LEC_CHECK = 1
export CORE_UTILIZATION = 50
### design/flow/constraint.sdc
current_design DimensionCalculator_4_5

set clk_period 11.5
set clk_io_pct 0.2

create_clock -name clk0 -period $clk_period [get_ports {clk}]

set non_clock_inputs [all_inputs -no_clocks]
set_input_delay [expr $clk_period * $clk_io_pct] -clock clk0 $non_clock_inputs
set_output_delay [expr $clk_period * $clk_io_pct] -clock clk0 [all_outputs]
### design/flow/design.v
module DimensionCalculator_4_5(clk, in_valid, in_dim, out_valid, out_dim);
parameter COORD_BITS = 16;
input clk;
input in_valid;
input [COORD_BITS-1:0] in_dim;
output out_valid;
output [COORD_BITS-1:0] out_dim;
logic [COORD_BITS+1:0] quotient;
logic [2:0] remainder;  
logic error;  
assign out_dim = quotient + 1;
SlowDividerUnsigned #(
	.DIVIDEND_BITS(COORD_BITS+2),
	.DIVISOR_BITS(3)
) divider (
	.clk(clk),
	.in_dividend((in_dim-1) << 2),
	.in_divisor(5),
	.in_valid(in_valid),
	.out_quotient(quotient),
	.out_remainder(remainder),
	.out_error(error),
	.out_valid(out_valid)
);
endmodule
module SlowDividerUnsigned(clk, in_dividend, in_divisor, in_valid, out_quotient, out_remainder, out_error, out_valid);
parameter DIVIDEND_BITS = 5;
parameter DIVISOR_BITS = 4;
localparam QUOTIENT_BITS = DIVIDEND_BITS;
localparam REMAINDER_BITS = DIVISOR_BITS;
localparam INTERMEDIATE_BITS = DIVIDEND_BITS + DIVISOR_BITS - 1;
localparam COUNTER_BITS = $clog2(QUOTIENT_BITS);
input clk;
input [DIVIDEND_BITS-1:0] in_dividend;
input [DIVISOR_BITS-1:0] in_divisor;
input in_valid;
output logic [QUOTIENT_BITS-1:0] out_quotient;
output logic [REMAINDER_BITS-1:0] out_remainder;
output logic out_error;
output logic out_valid;
logic [COUNTER_BITS-1:0] counter;
logic [INTERMEDIATE_BITS-1:0] current_remainder;
logic [INTERMEDIATE_BITS-1:0] current_subtrahend;
assign out_remainder = current_remainder[REMAINDER_BITS-1:0];
always_ff @(posedge clk) begin
	if (in_valid) begin
		if (in_divisor == 0) begin
			out_valid <= 1'b1;
			out_error <= 1'b1;
		end else begin
			current_remainder <= {{(DIVISOR_BITS-1){1'b0}}, in_dividend};
			current_subtrahend <= {in_divisor, {(DIVIDEND_BITS-1){1'b0}}};
			out_quotient <= 0;
			counter <= QUOTIENT_BITS;
			out_valid <= 1'b0;
			out_error <= 1'b0;
		end
	end else if (counter > 0) begin
		automatic logic write_bit;
		if (current_remainder >= current_subtrahend) begin
			write_bit = 1;
			current_remainder <= current_remainder - current_subtrahend;
		end else begin
			write_bit = 0;
		end
		current_subtrahend <= current_subtrahend >> 1;
		out_quotient <= (out_quotient << 1) | write_bit;
		if (counter == 1) begin
			out_valid <= 1'b1;
		end
		counter <= counter - 1;
	end else begin
		out_valid <= 0;
	end
end
endmodule
### design/flow/run.sh
#!/bin/bash
# OpenROAD 26Q1-2900-gdf79404cd8, Yosys 0.63+post, stock flow scripts
make -C /OpenROAD-flow-scripts/flow DESIGN_CONFIG=/design/flow/config.mk WORK_HOME=/design/flow/orfs finish
==> results.sh <==
# source this file to load flow results
export IMPL_outcome="completed"
export IMPL_fmax_mhz=216
export IMPL_syn2layout_area_growth_pct=14.8
export IMPL_clock_sinks=62
export IMPL_flop_cell="dfxtp_1"
export IMPL_p_seq_share_pct=29.5
export IMPL_cts_resized_gates=0
export IMPL_ys_cells=508
export IMPL_whs_ns=0.463
export IMPL_wl_per_cell_um=14.7
export IMPL_synth_async_sr_flop_share_pct=0
export IMPL_wl_um=9520
export IMPL_crit_path_max_fanout=6
export IMPL_die_area_sq_um=8770
export IMPL_max_stage_delay_ns=0.47
export IMPL_required_ns=9.20
export IMPL_ys_area_sq_um=4200
export IMPL_ys_flops=62
export IMPL_ys_warn_count=3
export IMPL_grt_total_usage_pct=24.2
export IMPL_internal_power_mw=0.577
export IMPL_synth_cell_types=71
export IMPL_ant_nets=0
export IMPL_rows=33
export IMPL_antenna_found_initial=0
export IMPL_clock_root_buffer="clkbuf_8"
export IMPL_layout_min_cycle_time_ns=4.64
export IMPL_clk_pin_slew_ns=0.08
export IMPL_slew_headroom_pct=46.0
export IMPL_hpwl_um=6710
export IMPL_cp_end_kind="primary output"
export IMPL_clock_latency_ns=0.34
export IMPL_antenna_cells=0
export IMPL_gp_congestion=0.915
export IMPL_drv_slew=0
export IMPL_overflow=0
export IMPL_hold_viol_final=0
export IMPL_postCtsSetupBuffers=0
export IMPL_critPathLaunchType="register"
export IMPL_clockBufferDepth=2
export IMPL_grt_pass1_vias=3275
export IMPL_cpMostUsedCell="and3_1"
export IMPL_grt_max_degree=56
export IMPL_dr_total_vias=3621
export IMPL_fin_total_pwr_mw=0.966
export IMPL_place_ws_ns=7.07
export IMPL_hold_path_class="register to register"
export IMPL_layout_drive_gt1_share_pct=9.41
export IMPL_crit_family="simple AND/OR/NAND/NOR gates"
export IMPL_cp_num_buf_inv=1
export IMPL_syn_area_per_cell_sq_um=8.27
export IMPL_drc=0
export IMPL_first_pass_iters=4
export IMPL_crit_type="register to primary output"
export IMPL_tightest_slew_ns=0.808
export IMPL_tns_ns=0
export IMPL_p_sw_share_pct=40.3
export IMPL_irDropWorstVdd_v=0.0000976
export IMPL_syn_instance_count=508
export IMPL_p_per_area_nw_per_um2=200
export IMPL_numCtsBuffers=9
export IMPL_core_sq_um=8180
export IMPL_drt_iter0_markers=128
export IMPL_path_cells="and3_1 > and3_1 > nand3_1 > nor2b_1 > nand4_1 > xnor2_1 > clkdlybuf4s50_1"
export IMPL_setup_viol=0
export IMPL_vias_per_cell=5.60
export IMPL_ys_seq_share_pct=33.4
export IMPL_combinationalPowerShare_pct=48.9
export IMPL_warnings=27
export IMPL_setup_slack_ns=6.86
export IMPL_hold_buffers=0
export IMPL_p_clk_share_pct=21.6
export IMPL_drv_cap=0
export IMPL_die_x_um=93.7
export IMPL_cp_arrival_ns=2.34
export IMPL_syn_area_sq_um=4200
export IMPL_h_tree_depth=3
export IMPL_timing_final_crit_share_pct=40.3
export IMPL_slowest_stage="clkdlybuf4s50_1"
export IMPL_skew_ns=0.0117
export IMPL_p_sw_mw=0.389
export IMPL_final_cells=647
export IMPL_placed_cells=631
export IMPL_fp_dieH_um=93.7
export IMPL_leakagePower_nw=1.75
export IMPL_rsz0062_at_grt="false"
export IMPL_io_pins=35
export IMPL_cts_tree="yes"
export IMPL_port_buffer_count=34
export IMPL_edf_count=16
export IMPL_initCoreUtil_pct=51.4
export IMPL_grt_pass1_wl_um=16100
## cell type report
cell class	instances	area, sq um
multi-input cells	392	2570
flip-flops and latches	62	1400
clock buffers	13	203
well taps	105	131
inverters	33	124
fillers	770	3350
clock inverters	3	20.0
repair buffers	39	373
## worst register-to-register path: stages, from the launching register on
cell      delay, ns
dfxtp_1        0.34
inv_1          0.05
ha_1           0.21
fa_1           0.41
nand2b_1       0.24
a21oi_4        0.21
a41oi_2        0.21
a31oi_4        0.37
nor2_2         0.08
nand2_1        0.61
## metal layers
metal,GRT usage (%),share of wire [%]
met1,37.9,49
met2,36.3,44
met3,5.10,5.2
met4,3.85,1.7
met5,0,0
## sequential cells by signal, summed over array words and instances (netlist names)
name                        flops
divider.out_quotient           16
divider.current_remainder      20
divider.current_subtrahend     20
divider.counter                 5
divider.out_valid               1
## synth_stat cells, types with 11 or more instances
cell type / number / area share (%)
nand2_1: 107 / 9.6
a21oi_1: 49 / 5.8
dfxtp_1: 46 / 22
inv_1: 32 / 2.9
xnor2_1: 28 / 5.8
ha_1: 24 / 7.1
nor2_1: 21 / 1.9
o21ai_0: 17 / 2.0
edfxtp_1: 16 / 11
clkbuf_1: 15 / 1.3
nand3_1: 12 / 1.4
xor2_1: 11 / 2.3
## cells by family after synthesis
kind of cell             synth area share (%)
AND-OR/OR-AND                            22.5
AND/OR/NAND/NOR                          22.4
XOR/XNOR                                 8.13
buffers and inverters                    5.57
flip-flops                               33.4
multiplexers                            0.357
adder cells (fa/ha/maj)                  7.63
## power by group through the flow
stage | Clock (mW) | Sequential, mW | Combinational, mW
final | 0.209 | 0.285 | 0.472
after global routing | 0.225 | 0.290 | 0.521
after CTS | 0.215 | 0.285 | 0.470
## worst paths after layout
check,to,slack (ns),from,depth (start not counted)
min reg2reg,divider.current_subtrahend[0]$_SDFFE_PP0N_,0.46,divider.current_subtrahend[0]$_SDFFE_PP0N_,2
max,out_dim[15],6.86,divider.out_quotient[2]$_SDFFE_PP0N_,7
max reg2reg,divider.current_remainder[2]$_DFFE_PP_,8.39,divider.current_remainder[0]$_SDFFE_PP0P_,9
min,divider.current_subtrahend[0]$_SDFFE_PP0N_,0.46,divider.current_subtrahend[0]$_SDFFE_PP0N_,2
## layout by cell type (no fill, tap or decap), drive strengths merged, types with 3 or more instances in the layout
cell type      instances
a21oi                 54
o211ai                 3
a21o                   3
dfxtp                 46
inv                   34
or3                    5
nor2                  23
and3                   6
a31oi                  3
nor4b                  4
o21a                   6
nor2b                  3
nor3                  10
nand4                  6
a211oi                 7
clkdlybuf4s50         33
o22ai                  9
buf                    6
nand3                 12
o21ai                 21
xnor2                 28
clkbuf                13
o31ai                  5
edfxtp                16
xor2                  11
nand2                107
nand2b                 7
ha                    24
## per-stage QoR
stage	cell area [sq um]	utilization, %
finish	4820	59.0
detailed placement	4600	56.3
floorplan	4200	-
CTS	4820	59.0
global route	4820	59.0
global placement	4600	56.3
No activity file was given, so power comes from the tool's default toggle rates.
