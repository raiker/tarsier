<file path="design/flow/config.mk">
export PLATFORM = sky130hd
export DESIGN_NAME = FIFO
export DESIGN_NICKNAME = FIFO
export VERILOG_FILES = /design/flow/design.v
export SDC_FILE = /design/flow/constraint.sdc
export NUM_CORES = 4
export LEC_CHECK = 1
export CORE_UTILIZATION = 50
</file>
<file path="design/flow/constraint.sdc">
current_design FIFO

set clk_period 3.8
set clk_io_pct 0.2

create_clock -name clk0 -period $clk_period [get_ports {clk}]

set non_clock_inputs [all_inputs -no_clocks]
set_input_delay [expr $clk_period * $clk_io_pct] -clock clk0 $non_clock_inputs
set_output_delay [expr $clk_period * $clk_io_pct] -clock clk0 [all_outputs]
</file>
<file path="design/flow/design.v">
module FIFO(clk, reset, in_write, in_data, in_read, out_data, out_valid, out_full);
parameter DATA_BITS = 4;
parameter ADDRESS_BITS = 4;
typedef logic [DATA_BITS-1:0] DATA_TYPE;
input clk;
input reset;
input in_write, in_read;
input DATA_TYPE in_data;
output DATA_TYPE out_data;
output out_valid;
output out_full;
logic [ADDRESS_BITS-1:0] write_head, read_head;
logic [ADDRESS_BITS-1:0] usage;
DATA_TYPE ringbuffer [2**ADDRESS_BITS];
initial begin
	write_head = 0;
	read_head = 0;
end
assign out_data = out_valid ? ringbuffer[read_head] : 'x;
assign out_valid = read_head != write_head;
assign out_full = ((write_head + 1) & (2**ADDRESS_BITS - 1)) == read_head;
assign usage = write_head - read_head;
always @(posedge clk) begin
	if (reset) begin
		write_head <= 0;
		read_head <= 0;
	end else begin
		if (in_write) begin
			ringbuffer[write_head] <= in_data;
			write_head <= write_head + 1;
		end
		if (in_read && out_valid) begin
			read_head <= read_head + 1;
		end
		if (!in_read && in_write && out_full) begin
			read_head <= read_head + 1;
		end
	end
end
endmodule
</file>
<file path="design/flow/run.sh">
#!/bin/bash
# OpenROAD 26Q1-2900-gdf79404cd8, Yosys 0.63+post, stock flow scripts
make -C /OpenROAD-flow-scripts/flow DESIGN_CONFIG=/design/flow/config.mk WORK_HOME=/design/flow/orfs finish
</file>
==> impl_metrics.env <==
# yosys + openroad results
export IMPL_synth_cell_types=30
export IMPL_io_pins=14
export IMPL_cts_root_buf="clkbuf_8"
export IMPL_finalSetupViolCount=0
export IMPL_first_iter_violations=61
export IMPL_cellPowerDensity_nw_per_um2=517
export IMPL_drt_pass1_iterations=4
export IMPL_grt_max_degree=22
export IMPL_power_leakage_nw=1.10
export IMPL_whs_path_depth=2
export IMPL_xor_area_frac=0.0362
export IMPL_hold_start="write_head[1]$_SDFFE_PP0P_"
export IMPL_setup_tns_final_ns=0
export IMPL_port_buffers=13
export IMPL_min_to="write_head[1]$_SDFFE_PP0P_"
export IMPL_maxCapViolations=0
export IMPL_muxShareOfSynthArea=0.157
export IMPL_ant_nets=0
export IMPL_slew_violations=0
export IMPL_vias=1448
export IMPL_numCtsBuffers=9
export IMPL_reg2reg_depth=6
export IMPL_required_ns=3.04
export IMPL_coreArea_um2=5920
export IMPL_fmax_mhz=293
export IMPL_htree_levels=3
export IMPL_seq_area_frac_synth=0.676
export IMPL_grt_pass1_wl_mm=8.21
export IMPL_yosysCellCount=164
export IMPL_r2r_end="read_head[3]$_SDFFE_PP0P_"
export IMPL_routedWlPerCell_um=20.1
export IMPL_skew_ns=0.00900
export IMPL_start_kind="flop"
export IMPL_area_growth_syn_to_layout_pct=10.5
export IMPL_ys_sh_aoi=0.00813
export IMPL_drive_above_1_share=0.226
export IMPL_vias_per_cell=5.55
export IMPL_max_slew_margin=0.593
export IMPL_die_h_um=80.5
export IMPL_track_usage=0.200
export IMPL_clk_latency_ns=0.33
export IMPL_crit_arrival_ns=2.66
export IMPL_worst_slack_ns=0.382
export IMPL_cts_setup_buffers=0
export IMPL_diodes=0
export IMPL_ys_sh_simple=0.0756
export IMPL_synth_warnings=1
export IMPL_status="completed"
export IMPL_path_clk_slew_ns=0.07
export IMPL_hold_viol=0
export IMPL_ys_ff=72
export IMPL_vdd_drop_max_mv=0.269
export IMPL_cts_tree="done"
export IMPL_fillers=434
export IMPL_fin_crit_ns=3.42
export IMPL_hold_class="reg2reg"
export IMPL_timing_rr_start="write_head[0]$_SDFFE_PP0P_"
export IMPL_antenna_found_initial=0
export IMPL_cp_end_kind="output pin"
export IMPL_postRouteWirelength_mm=5.25
export IMPL_yosys_area_um2=3080
export IMPL_postCtsHoldBufs=0
export IMPL_first_global_vias=1563
export IMPL_die_area_um2=6470
export IMPL_top_area_frac=0.624
export IMPL_area_leaders="edfxtp_1 (62%), mux4_2 (15%), dfxtp_1 (5.2%), and2_1 (3.3%), ha_1 (2.0%)"
export IMPL_post_route_period_util=0.900
export IMPL_fp_row_count=28
export IMPL_logic_family="multiplexers"
export IMPL_worst_pin_slew_ns=0.608
export IMPL_preCtsSetupSlack_ns=0.685
export IMPL_cts_path_max_buffers=2
export IMPL_top_area_cell="edfxtp_1"
export IMPL_grt_overflow=0
export IMPL_initCoreUtil=0.520
export IMPL_syn_inst=164
export IMPL_rsz0062_at_grt="no"
export IMPL_hpwl_mm=3.75
export IMPL_adder_share=0.0203
export IMPL_postSynthAreaPerCell_um2=18.8
export IMPL_ctsResizeCount=0
export IMPL_ff2ff_setup_slack_ns=1.67
export IMPL_place_congestion=0.820
export IMPL_crit_fanout=16
export IMPL_die_size_x_um=80.5
export IMPL_log_warning_count=28
export IMPL_clock_sinks=72
export IMPL_whs_ns=0.620
export IMPL_drc=0
export IMPL_crit_type="reg2out"
export IMPL_syn_area_um2=3080
-- report_power, final --
group	total, W	switching [W]	internal, W	leakage [nW]
clock	0.000488	0.000258	0.000231	0.0867
combinational	0.000375	0.000151	0.000225	0.374
sequential	0.000894	0.0000192	0.000875	0.642
total	0.00176	0.000427	0.00133	1.10
-- logic make-up after synthesis --
| logic type | Yosys count |
|---|---|
| AOI/OAI and AO/OA | 3 |
| xor gates and xnor gates | 11 |
| adders and majority gates | 5 |
| buffers and inverters | 10 |
| DFF | 72 |
| muxes | 23 |
| and+or+nand+nor | 40 |
-- synthesized netlist by cell type --
library cell and count:
xnor2_1 7, buf_12 1, nor3b_1 1, a21oi_1 1, xor2_1 3, inv_1 2
and2_2 1, nor3_2 1, mux2_1 1, a31o_2 1, buf_4 1, nor2b_1 3
edfxtp_1 64, and2_1 16, clkbuf_1 1, mux4_2 20, mux2i_1 2, nand2_1 2
dfxtp_1 8, a32o_2 1, xor3_1 1, buf_6 3, and3_2 1, nor2_1 9
and3b_2 1, nand3_1 1, buf_2 2, nand2b_1 1, ha_1 5, nand4_1 3
-- layout make-up --
| class | instances | area (um2) | share of cell area |
|---|---|---|---|
| Sequential cell | 72 | 2080 | 0.612 |
| Multi-Input combinational cell | 82 | 913 | 0.268 |
| Timing Repair Buffer | 15 | 145 | 0.0427 |
| Clock buffer | 9 | 124 | 0.0364 |
| Tap cell | 75 | 93.8 | 0.0276 |
| Clock inverter | 6 | 36.3 | 0.0107 |
| Inverter | 2 | 7.51 | 0.00221 |
-- through the flow --
step           total power, W  cell area, um2   util  cells
2_1_floorplan         0.00119            3080      -    164
3_3_place_gp          0.00129            3240  0.548    246
3_5_place_dp          0.00129            3240  0.548    246
4_1_cts               0.00178            3400  0.575    261
5_1_grt               0.00184            3400  0.575    261
6_report              0.00176            3400  0.575    261
-- sequential cells by signal (all words and copies together) (netlist names) --
name,flops
ringbuffer,64
read_head,4
write_head,4
-- routing by layer --
layer | GRT usage | part of all wire
met1 | 0.309 | 0.41
met2 | 0.279 | 0.47
met3 | 0.128 | 0.11
met4 | 0.0250 | 0.0053
met5 | 0 | 0
-- worst max-delay path, cell delays in order, from the launching register on --
cell and delay (ns):
dfxtp_1 0.50, buf_4 0.37, mux4_2 0.55, mux4_2 0.49
clkdlybuf4s50_1 0.43
-- how the worst max path moves through the flow --
stage                    startpoint          end  slack, ns  depth (start not counted)
6_report  read_head[0]$_SDFFE_PP0P_  out_data[2]       0.38                          4
5_1_grt   read_head[0]$_SDFFE_PP0P_  out_data[0]       0.20                          4
4_1_cts   read_head[0]$_SDFFE_PP0P_  out_data[2]       0.32                          4
-- placed cells by master, fill, tap and decap left out --
master / Yosys / routed
clkinv_4: 0 / 1
xor2_1: 3 / 3
xnor2_1: 7 / 7
a32o_2: 1 / 1
and3_2: 1 / 1
nor2b_1: 3 / 3
ha_1: 5 / 5
mux4_2: 20 / 20
and2_1: 16 / 16
and3b_2: 1 / 1
nor3_2: 1 / 1
inv_1: 2 / 2
edfxtp_1: 64 / 64
a21oi_1: 1 / 1
nand2b_1: 1 / 1
mux2i_1: 2 / 2
a31o_2: 1 / 1
clkinv_2: 0 / 3
nand2_1: 2 / 2
and2_2: 1 / 1
xor3_1: 1 / 1
inv_6: 0 / 1
nor2_1: 9 / 9
nand3_1: 1 / 1
dfxtp_1: 8 / 8
clkdlybuf4s50_1: 0 / 13
nand4_1: 3 / 3
clkinv_1: 0 / 1
nor3b_1: 1 / 1
mux2_1: 1 / 1
buf_4: 1 / 2
clkbuf_8: 0 / 9
Power figures rest on the tool's default switching activity, not on a simulated workload.
